==> flow/run.sh <==
#!/bin/bash
# OpenROAD 26Q1-2900-gdf79404cd8, Yosys 0.63+post, stock flow scripts
make -C /OpenROAD-flow-scripts/flow DESIGN_CONFIG=/design/flow/config.mk WORK_HOME=/design/flow/orfs finish
==> flow/config.mk <==
export PLATFORM = sky130hd
export DESIGN_NAME = top
export DESIGN_NICKNAME = top
export VERILOG_FILES = /design/flow/design.v
export SDC_FILE = /design/flow/constraint.sdc
export NUM_CORES = 4
export LEC_CHECK = 1
export CORE_UTILIZATION = 30
==> flow/constraint.sdc <==
current_design top

set clk_period 3.3
set clk_io_pct 0.2

create_clock -name clk0 -period $clk_period [get_ports {CLK100}]

set non_clock_inputs [all_inputs -no_clocks]
set_input_delay [expr $clk_period * $clk_io_pct] -clock clk0 $non_clock_inputs
set_output_delay [expr $clk_period * $clk_io_pct] -clock clk0 [all_outputs]
==> flow/design.v <==
`timescale 1ns / 1ps
module LED_counter
(
    input clk,                       
    input reset,                     
    input divided_clk,               
    output reg [7:0] led_count       
);
    reg prev_clk;
    always_ff @ (posedge(clk))
    begin
        if (reset)
        begin
            led_count <= 8'b0;
            prev_clk <= 1'b0;
        end
        else
        begin
             if (divided_clk && divided_clk != prev_clk)
             begin
                led_count <= led_count + 1;
             end
             if (divided_clk != prev_clk)
                 prev_clk <= divided_clk;
        end
    end
endmodule
`timescale 1ns / 1ps
module clk_divider
(
    input clk_in,              
    input reset,               
    input [26:0] desired_clk,  
    output reg clk_out         
);
    reg [31:0] clock_count; 
    reg [26:0] divider = (27'd100000000)/(desired_clk*2); 
    always_ff @ (posedge(clk_in))
    begin
        if (reset)
        begin
            clock_count <= 31'b0;  
            clk_out     <= 1'b0;   
        end
        else if (clock_count < divider)
            clock_count <= clock_count + 1;
        else
        begin
            clock_count <= 0;
            clk_out <= ~clk_out;
        end
    end
endmodule
module top(
    input CLK100,            
    output [9:0] LED,        
    output [2:0] RGB0,      
    output [2:0] RGB1,
    output [3:0] SS_ANODE,    
    output [7:0] SS_CATHODE,  
    input [11:0] SW,          
    input [3:0] PB,           
    inout [23:0] GPIO,        
    output [3:0] SERVO,       
    output PDM_SPEAKER,       
    input PDM_MIC_DATA,      
    output PDM_MIC_CLK,
    output ESP32_UART1_TXD,   
    input ESP32_UART1_RXD,
    output IMU_SCLK,          
    output IMU_SDI,           
    input IMU_SDO_AG,         
    input IMU_SDO_M,          
    output IMU_CS_AG,         
    output IMU_CS_M,          
    input IMU_DRDY_M,         
    input IMU_INT1_AG,        
    input IMU_INT_M,          
    output IMU_DEN_AG         
    );
    assign RGB0 = 3'b000;
    assign RGB1 = 3'b000;
    assign GPIO = 24'bzzzzzzzzzzzzzzzzzzzzzzzz;
    assign SERVO = 4'b0000;
    assign PDM_SPEAKER = 1'b0;
    assign PDM_MIC_CLK = 1'b0;
    assign ESP32_UART1_TXD = 1'b0;
    assign IMU_SCLK = 1'b0;
    assign IMU_SDI = 1'b0;
    assign IMU_CS_AG = 1'b1;
    assign IMU_CS_M = 1'b1;
    assign IMU_DEN_AG = 1'b0;
    assign SS_ANODE = 4'b0111;
    assign SS_CATHODE = 8'b10100001;
    wire clk = CLK100;
    wire reset = SW[0];
    wire divided_clk;
    reg [26:0] desired_clk = 27'd1;
    wire [7:0] led_counter;
    assign LED = led_counter;
    clk_divider clkdiv (
        .clk_in(clk),
        .reset(reset),
        .desired_clk(desired_clk),
        .clk_out(divided_clk)
    );
    LED_counter ledcounter (
        .clk(clk),
        .reset(reset),
        .divided_clk(divided_clk),
        .led_count(led_counter)
    );
endmodule
==> impl_metrics.json <==
{
  "worst_path_max_delay_cell": "or3_1",
  "worstSkewPairLatency_ns": 0.29,
  "swShare": 0.191,
  "synthesis.area_mm2": 0.00220,
  "tool_warnings": 47,
  "layout.filler_cells": 708,
  "final-setup-viol-count": 0,
  "grt_pass1_wl_um": 5430,
  "crit_family": "simple AND/OR/NAND/NOR gates",
  "cts-resized-gates": 0,
  "detail_route.vias_per_cell": 4.15,
  "topCellsByArea": "dfxtp_1, buf_4, xnor2_1",
  "power.static_leakage_nw": 0.811,
  "finalHoldViolations": 0,
  "cts.clk_slew.worst_paths_ns": 0.08,
  "route.final.wire_length_um": 3310,
  "worstSetupStartpointType": "flip-flop",
  "horiz_die_dim_um": 87.6,
  "first_iter_violations": 51,
  "synth-seq-area-share": 0.382,
  "timing.setup.tns_ns": 0,
  "antenna_cells_inserted": 0,
  "total_power_w": 0.00103,
  "synthCells": 255,
  "critPathMaxStageDelay_ns": 0.54,
  "number_of_antenna_violations_at_the_first_check_in_global_routing": 0,
  "post-route-cell-area_mm2": 0.00233,
  "edf_count": 0,
  "final_layout_size_suffix_gt1_frac": 0.0519,
  "p_clk_frac": 0.469,
  "drcViolationCount": 0,
  "post_cts_buffers": 0,
  "num_vias": 1519,
  "chip_area_from_the_yosys_synthesis_statistics_mm2": 0.00220,
  "grt_start_max_net_pins": 19,
  "dpl_worst_slack_ns": 1.03,
  "hp-class": "flip-flop to flip-flop",
  "antenna_violating_nets_post_route": 0,
  "core_area_mm2": 0.00694,
  "netlist.top_cell.by_instances": "buf_4",
  "chipHeight_um": 87.6,
  "post-route-period-util": 0.645,
  "tritoncts": "built",
  "ys_top_cells_by_count": "buf_4, dfxtp_1, nor2_1",
  "rsz0062_at_grt": "no",
  "postCtsHoldBufs": 0,
  "ys.flops": 42,
  "yosysTopAreaCell": "dfxtp_1",
  "placed_cell_area_mm2": 0.00219,
  "worst_ir_drop_vdd_mv": 0.148,
  "timing.critical_path.cells": "ha_1 > nand4_1 > or3_1 > or4_1 > a21oi_1",
  "floorplan.initialDensity": 0.317,
  "worst_case_setup_margin_in_the_final_layout_ns": 1.17,
  "endpoint_type_of_the_worst_setup_path": "flip-flop",
  "netSwitchingPower_w": 0.000197,
  "cap_viol_max_count": 0,
  "cts.sinks": 42,
  "worst_clock_skew_ns": 0.00566,
  "internal_power_w": 0.000832,
  "globalRouteOverflowTotal": 0,
  "critical_path.max_fanout": 10,
  "clock_tree.htree_level_count": 2,
  "synth.distinct_cells": 34,
  "top_area_frac": 0.382,
  "number_of_max_slew_violations_in_the_final_report": 0,
  "first_global_vias": 1245,
  "synth_stat.cells": 255,
  "critPathKind": "flip-flop to flip-flop",
  "outcome": "completed",
  "number_of_top_level_pins": 88,
  "io_buffer_count": 9,
  "clock_tree.root_cell": "clkbuf_8",
  "power-per-cell-area_mw_per_mm2": 442,
  "utilization_of_the_core_after_routing": 0.335,
  "chipArea_mm2": 0.00767,
  "num_rows": 30,
  "grt.total_usage": 0.0871,
  "globalplace.congestion": 0.787,
  "cts-buffers-inserted": 5,
  "power.sequential.fraction": 0.506,
  "ys.flop_type": "dfxtp_1",
  "path_buffers": 0,
  "synth-async-reset-ratio": 0,
  "cp_data_required_time_ns": 3.53,
  "area_delta_synth_final_pct": 5.86,
  "synthesis.yosys.warnings": 4,
  "share_comb_of_total_power": 0.025,
  "period_minus_slack_ns": 2.13,
  "wl_per_cell_um": 9.04,
  "post_synth.cell_area_avg_um2": 8.62,
  "clock.fmax_ghz": 0.470,
  "place_hpwl_um": 2270,
  "pre_repair_dr_iteration_count": 4,
  "clock_path_buffers": 2,
  "crit_arrival_ns": 2.36
}
## power groups by stage
stage	registers, W	logic, W	clock network (W)
4_1_cts	0.000521	0.0000274	0.000498
5_1_grt	0.000522	0.0000317	0.000518
6_report	0.000520	0.0000261	0.000482
## logic make-up after synthesis
group	Yosys count	share of synthesized area
AOI/OAI and AO/OA	33	0.0945
muxes	3	0.0142
DFF	42	0.382
xor gates and xnor gates	17	0.0677
buffers and inverters	70	0.217
other	2	0.00342
and+or+nand+nor	85	0.203
adders and majority gates	3	0.0171
## state kept, by name, summed over array words and instances, names as in the netlist
signal and cells:
ledcounter.led_count 8, ledcounter.prev_clk 1, clkdiv.clock_count 32, clkdiv.clk_out 1
## cell usage in the layout (no fill, tap or decap), types with 2 or more instances in the layout
master / synthesis / final
nand3_1: 9 / 9
nand4_1: 7 / 7
o31a_1: 2 / 2
clkbuf_8: 0 / 5
ha_1: 3 / 3
nand2_1: 13 / 13
dfxtp_1: 42 / 42
a21oi_1: 14 / 14
o21ba_2: 2 / 2
xor2_1: 6 / 6
nor3_1: 3 / 3
and4_1: 2 / 2
a211oi_1: 2 / 2
or4_1: 6 / 6
conb_1: 2 / 62
o31ai_1: 5 / 5
xnor2_1: 11 / 11
o21ai_0: 6 / 6
or3_1: 7 / 7
clkdlybuf4s50_1: 0 / 9
inv_1: 7 / 7
nor4_1: 7 / 7
nor2_1: 25 / 25
mux2i_1: 2 / 2
bufinv_16: 0 / 2
## path summary, 6_finish.rpt
kind,start,to,slack (ns),depth (start not counted)
max,clkdiv.clock_count[0],clkdiv.clock_count[16],1.17,5
min,clkdiv.clock_count[25],clkdiv.clock_count[25],0.47,2
min reg2reg,clkdiv.clock_count[25],clkdiv.clock_count[25],0.47,2
max reg2reg,clkdiv.clock_count[0],clkdiv.clock_count[16],1.17,5
## final cells by class
cell class	count	area [um2]	share of cell area
repair buffers	10	97.6	0.0419
clock buffers	5	68.8	0.0296
inverters	7	26.3	0.0113
clock inverters	3	68.8	0.0296
flip-flops and latches	42	841	0.361
multi-input cells	203	1100	0.475
well taps	96	120	0.0516
## metal layers
metal	GRT usage	wire, um	share of wire
met3	0.0210	163	0.049
met5	0	0	0
met4	0.0104	42	0.013
met2	0.139	1420	0.43
met1	0.126	1680	0.51
## worst min-delay path: stages (launching register included)
cell	delay, ns
dfxtp_1	0.33
inv_1	0.05
a21oi_1	0.05
## through the flow
stage,instances,hold WS [ns]
after detailed placement,358,0.455
after floorplan,315,0.430
after global routing,366,0.514
after global placement,358,0.444
after CTS,366,0.474
final,366,0.468
No activity file was given, so power comes from the tool's default toggle rates.
